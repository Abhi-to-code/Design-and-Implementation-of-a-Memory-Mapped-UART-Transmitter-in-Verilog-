$ cat config.mk
export PLATFORM = sky130hd
export DESIGN_NAME = uart_protocol
export DESIGN_NICKNAME = uart_protocol
export VERILOG_FILES = /design/flow/design.v
export SDC_FILE = /design/flow/constraint.sdc
export NUM_CORES = 4
export LEC_CHECK = 1
export CORE_UTILIZATION = 50
$ cat constraint.sdc
current_design uart_protocol

set clk_period 5.3
set clk_io_pct 0.2

create_clock -name clk0 -period $clk_period [get_ports {clk}]

set non_clock_inputs [all_inputs -no_clocks]
set_input_delay [expr $clk_period * $clk_io_pct] -clock clk0 $non_clock_inputs
set_output_delay [expr $clk_period * $clk_io_pct] -clock clk0 [all_outputs]
$ cat design.v
`timescale 1ns / 1ps
module channel #(
    parameter threshold_error = 3
)
(
    input clk,
    input in,
    input enable_error,
    output reg out
);
reg [7:0] lfsr = 8'h10;  
always @(posedge clk) begin
    lfsr <= {lfsr[6:0], lfsr[7]^lfsr[5]};
    if (enable_error && (lfsr[5:0] < threshold_error)) begin
        out <= ~in;
    end
    else out <= in;
end
endmodule
`timescale 1ns / 1ps
module hamming_decoder (
    input [12:0] encoded_message,
    output reg [7:0] data,
    output reg error_detected,
    output reg error_corrected,
    output reg overall_parity_error
);
reg [3:0] syndrome;
reg [12:0] corrected_code;
reg overall_parity;
reg op_error;
always @(*) begin
    syndrome[0] = encoded_message[1] ^ encoded_message[3] ^ encoded_message[5] ^ encoded_message[7] ^ encoded_message[9] ^ encoded_message[11];   
    syndrome[1] = encoded_message[2] ^ encoded_message[3] ^ encoded_message[6] ^ encoded_message[7] ^ encoded_message[10] ^ encoded_message[11];   
    syndrome[2] = encoded_message[4] ^ encoded_message[5] ^ encoded_message[6] ^ encoded_message[7] ^ encoded_message[12];               
    syndrome[3] = encoded_message[8] ^ encoded_message[9] ^ encoded_message[10] ^ encoded_message[11] ^ encoded_message[12];              
    overall_parity_error = ^encoded_message;
    corrected_code = encoded_message;
    error_detected = (syndrome != 4'b0000);
    error_corrected = 0;
    if (error_detected) begin
        if (syndrome <= 13) begin
            corrected_code[syndrome -1 ] = ~encoded_message[syndrome - 1];
            error_corrected = 1;
        end
    end
    if (!overall_parity_error && (!error_detected || error_corrected)) begin
        data[0] = corrected_code[3];    
        data[1] = corrected_code[5];    
        data[2] = corrected_code[6];    
        data[3] = corrected_code[7];    
        data[4] = corrected_code[9];    
        data[5] = corrected_code[10];   
        data[6] = corrected_code[11];   
        data[7] = corrected_code[12];   
    end else begin
        data = 8'b0;  
end
end
endmodule
`timescale 1ns / 1ps
module hamming_encoder (
    input [7:0] data,
    output reg [12:0] encoded_message  
);
reg [11:0] temp;
reg p1, p2, p3, p4, op;
wire [12:0] out;
always @(*) begin
    temp[2]  = data[0];  
    temp[4]  = data[1];  
    temp[5]  = data[2];  
    temp[6]  = data[3];  
    temp[8]  = data[4];  
    temp[9]  = data[5];  
    temp[10] = data[6];  
    temp[11] = data[7];  
    p1 = temp[2] ^ temp[4] ^ temp[6] ^ temp[8] ^ temp[10];              
    p2 = temp[2] ^ temp[5] ^ temp[6] ^ temp[9] ^ temp[10];              
    p3 = temp[4] ^ temp[5] ^ temp[6] ^ temp[11];                        
    p4 = temp[8] ^ temp[9] ^ temp[10] ^ temp[11];
    temp[0] = p1;
    temp[1] = p2;
    temp[3] = p3;
    temp[7] = p4;    
    op = ^temp;
    encoded_message = {temp, op};
end
endmodule
module memory_1 (
    input clk,
    input ready,
    input rst,
    output reg [7:0] data
);
reg [4:0] address_counter;
reg [7:0] register [0:31];
reg prev_ready;
initial address_counter <= 0;
initial prev_ready <= 0;
initial begin
    register[0]  = 8'h12; register[1]  = 8'h34; register[2]  = 8'hC1; register[3]  = 8'h5D;
    register[4]  = 8'hA2; register[5]  = 8'h9B; register[6]  = 8'hE4; register[7]  = 8'h16;
    register[8]  = 8'h38; register[9]  = 8'h4C; register[10] = 8'hF0; register[11] = 8'h23;
    register[12] = 8'h8E; register[13] = 8'h11; register[14] = 8'hD9; register[15] = 8'h72;
    register[16] = 8'h06; register[17] = 8'hBC; register[18] = 8'hA7; register[19] = 8'h5A;
    register[20] = 8'h2F; register[21] = 8'hC6; register[22] = 8'h19; register[23] = 8'h9D;
    register[24] = 8'h0E; register[25] = 8'h67; register[26] = 8'hD4; register[27] = 8'hB3;
    register[28] = 8'h41; register[29] = 8'hFE; register[30] = 8'h8B; register[31] = 8'h30;
end
always @(posedge clk) begin
    if (rst) begin
        address_counter <= 0;
        data <= 0;
    end
    else begin
        if (ready) begin
            data <= register[address_counter];
            if (address_counter < 32) begin
                address_counter <= address_counter + 1;
            end
            else address_counter <= 0;
        end
        prev_ready <= ready;
    end
end
endmodule
`timescale 1ns / 1ps
module memory_2 (
    input clk,
    input rst,
    input [7:0] data,
    input ready,
    output reg [7:0] test
);
reg [4:0] address_counter;
reg [7:0] register [0:31];
reg ready_prev;
always @(posedge clk) begin
    if (rst) begin
        address_counter <= 0;
        ready_prev <= 0;
    end
    else begin
        ready_prev <= ready;
        if (ready && !ready_prev) begin
            if (address_counter < 32) begin
                register[address_counter] <= data;
                address_counter <= address_counter + 1;
                test <= data;
            end
        end
    end
end
endmodule
`timescale 1ns / 1ps
module uart_protocol (
    input clk,
    input rst,
    output reg [7:0] data_from_memory,
    output reg [12:0] data_sent,
    output reg line,
    output reg baud_tick,
    output reg [12:0] data_recorded,
    output reg [7:0] data_saved_to_memory,
    output reg error_detected,
    output reg error_corrected,
    output reg overall_parity_error
);
wire [7:0] data_bus;
wire [7:0] data_bus_out;
wire [7:0] data_memory_test;
wire frame, frame_out;
wire ready;
wire ready_rx;
wire error_bit;
wire wire_error_detected;
wire wire_error_corrected;
wire wire_overall_error;
memory_1 transmitter_memory(clk, ready, rst, data_bus);
uart_tx #(10) transmitter(clk, data_bus, rst, ready, frame);
channel #(3) bi_syn_ch(clk, frame, 1, frame_out);
uart_rx #(10) receiver(clk, rst, frame_out, data_bus_out, ready_rx, wire_error_detected, wire_error_corrected, wire_overall_error);
memory_2 receiver_memory(clk, rst, data_bus_out, ready_rx, data_memory_test);
always @(posedge clk) begin
    data_from_memory <= data_bus;
    data_sent <= transmitter.data_register;
    line <= frame;
    baud_tick <= transmitter.baud_tick;
    data_recorded <= receiver.reg_for_testing;
    data_saved_to_memory <= data_memory_test;
    error_corrected <= wire_error_corrected;
    error_detected <= wire_error_detected;
    overall_parity_error <= wire_overall_error;
end
endmodule
`timescale 1ns / 1ps
module uart_rx #(
    parameter divisor = 10
)(
    input clk,
    input rst,
    input frame,
    output reg [7:0] data,
    output reg ready,
    output reg error_detected,
    output reg error_corrected,
    output reg overall_parity_error
);
reg [1:0] state;
reg [10:0] clk_counter;
reg [3:0] bit_counter;
reg [12:0] data_register;
wire [7:0] data_decoded;
wire error_wire;
wire wire_error_detected;
wire wire_error_corrected;
wire wire_overall_parity_error;
reg [12:0] reg_for_testing;
hamming_decoder decoder(data_register, data_decoded, wire_error_detected, wire_error_corrected,wire_overall_parity_error);
always @(posedge clk) begin
    if (rst) begin
        state <= 2'b00;
        clk_counter <= 0;
        bit_counter <= 0;
        data_register <= 0;
        ready <= 0;
        error_detected <= 0;
        error_corrected <= 0;
        overall_parity_error <= 0;
    end
    else begin
        case (state)
            2'b00: begin
                if (frame == 0) begin   
                    clk_counter <= 0;
                    state <= 2'b01;
                    ready <=0;
                end
            end
            2'b01: begin
                if (clk_counter < (divisor/2)-1) begin
                    clk_counter <= clk_counter + 1;  
                end
                else begin
                    if (frame == 0) begin
                        clk_counter <= 0;
                        bit_counter <= 0;
                        state <= 2'b10;
                    end
                    else begin
                        state <= 2'b00;
                    end
                end
            end
            2'b10: begin
                if (clk_counter < divisor -1) begin
                    clk_counter <= clk_counter + 1;
                end
                else begin
                    clk_counter <= 0;
                    data_register[bit_counter] <= frame;
                    if (bit_counter < 12) begin
                        bit_counter <= bit_counter + 1;
                    end 
                    else begin
                        state <= 2'b11;
                    end
                end
            end
            2'b11: begin
                if (clk_counter < divisor - 1) begin
                    clk_counter <= clk_counter + 1;
                end
                else begin
                    data <= data_decoded;
                    reg_for_testing <= data_register;
                    error_corrected <= wire_error_corrected;
                    error_detected <= wire_error_detected;
                    overall_parity_error <= wire_overall_parity_error;
                    ready <= 1;
                    state <= 2'b00;
                end
            end
            default: state <= 0; 
        endcase
    end
end
endmodule
`timescale 1ns / 1ps
module uart_tx #(
    parameter divisor = 10
)(
    input clk,
    input [7:0] data,
    input rst,
    output reg ready,
    output reg frame
);
reg [10:0] clk_counter;
reg [3:0] bit_counter;
reg baud_tick;
reg [1:0] state;
reg [12:0] data_register;
wire [12:0] encoded_message;
hamming_encoder encoder(data, encoded_message);  
initial baud_tick <= 0;
initial frame <= 1;
always @(posedge clk) begin
    if (clk_counter < divisor -1) begin
        clk_counter <= clk_counter + 1;
        baud_tick <= 0;
    end
    else begin
        baud_tick <= 1;
        clk_counter <= 0;
    end
end
always @(posedge clk) begin
    if (rst) begin
        clk_counter <= 0;
        bit_counter <= 0;
        baud_tick <= 0;
        state <= 2'b00;
        ready <= 0;
        frame <= 1;
    end
    else begin
        ready <= 0;
        if (baud_tick) begin
            case (state)
                2'b00: begin
                    data_register <= encoded_message;
                    ready <= 1;
                    state <= 2'b01;
                end
                2'b01: begin  
                    ready <= 0;
                    frame <= 0;
                    bit_counter <= 0;
                    state <= 2'b10;
                end
                2'b10: begin
                    frame <= data_register[bit_counter];
                    if(bit_counter < 12) begin
                        bit_counter <= bit_counter + 1;
                        state <= 2'b10;
                    end
                    else state <= 2'b11;
                end
                2'b11: begin
                    frame <= 1;
                    state <= 2'b00;
                end
                default: state <= 2'b00;
            endcase
        end
    end
end
endmodule
$ cat run.sh
#!/bin/bash
# OpenROAD 26Q1-2900-gdf79404cd8, Yosys 0.63+post, stock flow scripts
make -C /OpenROAD-flow-scripts/flow DESIGN_CONFIG=/design/flow/config.mk WORK_HOME=/design/flow/orfs finish
==> run notes <==
The full implementation flow was run.

The tree is rooted in a sky130_fd_sc_hd__clkbuf_8. The buffer depth of the longest clock path stands at 2. The Yosys warning count stands at 28. According to the timing report, the arrival time at the worst endpoint equals ~5000 ps. The commonest register cell is sky130_fd_sc_hd__dfxtp_1. The power report lists cell-internal power as ~800 uW. The transition time of the tightest slew-check pin stands at about 730 ps. The share of final-layout standard cells stronger than drive strength 1 stands at under 10%. The overall track demand over capacity in global routing stands at just under 20%. Combinational cells account for 0.9% of the total power. The maximum number of pins on one net before global-route repair stands at 34.

The area growth from synthesis to layout is 5.78%. The die area stands at 8590 um^2. The number of maximum-capacitance violations recorded for the run is 0.

Headroom to the max-slew limit came out at between 50% and 60%. Yosys mapped the design onto approximately 68 distinct sky130hd cell types. The worst path in the final design needs a cycle of approximately 5000 ps, including I/O delays and setup. The timing report shows that the slowest cell on the worst path is sky130_fd_sc_hd__or4b_2. For reference, the critical path cell chain is xor2_1, xnor3_2, ha_1, clkinv_1, and3_2, and2_1, inv_1, ha_1, or4b_2, nor4_1, nand4_1, nor2_1, a32oi_1, o41ai_1.

The number of synthesized flops with an enable pin stands at 16. In the post-synthesis netlist, the biggest area contributors are sky130_fd_sc_hd__dfxtp_1 28%, sky130_fd_sc_hd__edfxtp_1 12%, sky130_fd_sc_hd__buf_4 6.9%. The type recorded for the worst min-delay path is reg -> reg.

The final critical path takes up slightly above 90% of the cycle. The count of routing violations after the opening detailed-route iteration stands at ~130. The post-route standard cell area excluding fillers stands at 4350 um^2. Per the detail_route report, routed wire per instance is approximately 14 um. In this run the post-CTS setup repair buffer count came out at 0. The mean cell area of the mapped netlist stands at approximately 9 um^2. The estimated wirelength of the detail-placed design stands at approximately 5.7 mm. Per the OpenROAD floorplan log, the height of the die is 92.7 um. The synthesis report gives the async set-or-reset register share as 0%.

Summing over every cut layer, the via total after detailed routing is 3017. The flow ran to the end, and the final reports show no timing, DRC or antenna violations. The initial antenna violation count is 0. The number of hold violations in the final report stands at 0.

STA classifies the critical path startpoint as a register. The switching part of the total power stands at about a fifth. By startpoint and endpoint, the worst setup path is classified as reg -> reg.

The worst-case hold slack stands at 336 ps. The floorplan has 32 rows. The instance area after placement stands at 4150 um^2. Per the detail_route report, DRC violations left total 0.

The part of the power in registers stands at between 50% and 60%. The share of Yosys cell area claimed by the top area cell type stands at 27.8%. The report puts the hold buffer count at CTS at 0. The hold path depth stands at 0. The worst setup skew after layout stands at roughly 11 ps. The core footprint stands at roughly 7800 um^2.

The horizontal extent of the die stands at 92.7 um. The pre-antenna-repair detailed-routing pass consisted of 4 iterations. In this run the tools logged warnings totalling 32.

The post-layout total power stands at 998 uW. Before placement the cells fill 52.4% of the core. TritonCTS built the clock tree. By instance count, the cell type seen most on the critical path is sky130_fd_sc_hd__ha_1. The clock-pin slew on the worst setup and hold paths stands at 80 ps. The most frequently used library cell after synthesis is sky130_fd_sc_hd__dfxtp_1.

The leakage power in the latest report is 0.00172 uW. Per the finish-stage timing summary, setup violations number 0. The biggest fanout along the worst timing path stands at 11. Global routing finished with a remaining overflow of 0. Counting instances in the post-synthesis netlist gives the leading cell types as 57 x sky130_fd_sc_hd__dfxtp_1, 46 x sky130_fd_sc_hd__nand2_1, 39 x sky130_fd_sc_hd__nor2_1. For this design the ratio of total power to cell area is 229 nW/um^2. The CTS H-tree depth stands at 3. The report puts the cell count of the worst reg-to-reg path at 14. The gate count after technology mapping stands at ~460.

The TritonCTS sink count stands at 73. The OpenROAD report gives the critical path a required time of approximately 5400 ps. The power dissipated by switching net loads stands at just under 200 uW. Timing would allow up to roughly 200 MHz. The number of ports placed on the die boundary stands at a little under 50.

The number of global-route vias before repair was roughly 2600. The delay of the slowest critical-path stage stands at roughly 630 ps. The final antenna-violating net count stands at 0.

Counting pins that exceed their max-slew limit in the final report gives 0. Sorting the Yosys area breakdown by cell type puts at the top sky130_fd_sc_hd__dfxtp_1. Port buffering added 12 buffers. The routed design shows a via density per instance of ~5.3.

Once the clock tree was built, the resizer swapped 0 gates to a different size. The sum of routed wire length over all layers stands at between 7 and 8 mm. Setup repair after global routing left no endpoint under its margin.

The last weighted congestion value of the routability-driven placer stands at around 0.91. The number of clock buffers inserted by TritonCTS stands at 9. After synthesis, the chip area reported by Yosys is 4110 um^2. STA classifies the critical path endpoint as a register.

After routing, the total negative slack on setup checks comes to 0 ps. The global-route wire length before repair stands at approximately 13 mm. The number of antenna cells inserted stands at 0. The synthesized flop and latch total stands at around 73.

The register share after synthesis stands at 39.4%. The flow reports that the clock network draws between 40% and 50% of the design power. The synthesized cell area stands at between 4000 and 5000 um^2.

The worst supply voltage drop on vdd stands at 0.000145 V. Yosys stat counts between 400 and 500 cells in the synthesized netlist. The clock insertion delay at the later pin of the skew report stands at around 330 ps.
[cells in the final DEF (no fill, tap or decap), drive strengths merged, types with 12 or more instances in the layout]
cell           instances
a21oi                 28
clkbuf                12
clkdlybuf4s50         12
conb                  36
dfxtp                 57
edfxtp                16
ha                    16
inv                   24
nand2                 46
nand3                 14
nor2                  40
o21ai                 18
xnor2                 13
[critical path: cells and delay by family (launching register included)]
family,cells,cell delay (ps)
AOI/OAI and AO/OA,2,610
DFF,1,560
buffers and inverters,2,430
and+or+nand+nor,6,1660
xor gates and xnor gates,2,780
adders and majority gates,2,700
[power groups by stage]
stage | Clock, uW | Sequential, uW | Combinational (uW)
6_report | 423 | 566 | 9.08
5_1_grt | 468 | 565 | 11.2
4_1_cts | 440 | 566 | 9.41
[flip-flops by register name (all words and copies together) (netlist names)]
name	count
receiver.data_register	13
receiver.clk_counter	11
bi_syn_ch.lfsr	8
data_saved_to_memory	8
receiver.data	8
receiver_memory.test	8
receiver.bit_counter	4
receiver.state	4
bi_syn_ch.out	1
error_corrected	1
error_detected	1
overall_parity_error	1
receiver.error_corrected	1
receiver.error_detected	1
receiver.overall_parity_error	1
receiver.ready	1
receiver_memory.ready_prev	1
[per-layer routing]
metal | share of wire (%) | global-route usage, % | up-vias
met2 | 43 | 28.5 | 69
li1 | - | - | 1548
met1 | 53 | 34.1 | 1396
met4 | 0.59 | 2.18 | 0
met5 | 0 | 0 | -
met3 | 4.3 | 2.76 | 4
[area by class of cell]
cell class / instances / area (um^2)
clock buffer: 12 / 145
clock inverter: 4 / 52.6
fill: 704 / 3500
inverter: 26 / 98.8
multi-input combinational: 337 / 2150
sequential: 73 / 1620
tap: 102 / 128
timing repair buffer: 16 / 150
[through the flow]
stage	util, %	setup WS (ps)	cells
after floorplan	-	999	490
after global placement	52.9	548	554
after detailed placement	52.9	367	554
after CTS	55.4	325	570
after global routing	55.4	7.43	570
final	55.4	348	570
[logic make-up after synthesis]
group	after synthesis	synth area share, %
and+or+nand+nor	151	17.4
other	2	0.183
AOI/OAI and AO/OA	96	15.2
muxes	13	3.26
buffers and inverters	80	11.4
xor gates and xnor gates	25	8.31
DFF	73	39.4
adders and majority gates	16	4.87
[worst paths after layout]
path	start	end	slack [ps]
worst max-delay path	receiver.data_register[11]	receiver.data[3]	350
worst min register to register	receiver_memory.test[2]	data_saved_to_memory[2]	340
worst min-delay path	receiver_memory.test[2]	data_saved_to_memory[2]	340
worst max register to register	receiver.data_register[11]	receiver.data[3]	350
Power and IR drop assume default switching activity.
